## design/flow/config.mk

```make
export PLATFORM = sky130hd
export DESIGN_NAME = RV32I_Core
export DESIGN_NICKNAME = RV32I_Core
export VERILOG_FILES = /design/flow/design.v
export SDC_FILE = /design/flow/constraint.sdc
export NUM_CORES = 4
export LEC_CHECK = 1
export CORE_UTILIZATION = 30
```

## design/flow/constraint.sdc

```tcl
current_design RV32I_Core

set clk_period 19.6
set clk_io_pct 0.2

create_clock -name clk0 -period $clk_period [get_ports {clk}]

set non_clock_inputs [all_inputs -no_clocks]
set_input_delay [expr $clk_period * $clk_io_pct] -clock clk0 $non_clock_inputs
set_output_delay [expr $clk_period * $clk_io_pct] -clock clk0 [all_outputs]
```

## design/flow/design.v

```verilog
`timescale 1ns / 1ps
module ControlUnit (
    input  logic        clk,
    input  logic        reset,
    input  logic [31:0] instrCode,
    output logic        regFileWe,
    output logic [ 3:0] aluControl,
    output logic        aluSrcMuxSel,
    output logic        dataWe,
    output logic [ 2:0] RFWDSrcMuxSel,
    output logic        branch,
    output logic        jal,
    output logic        jalr,
    output logic        PCEn,
    output logic        transfer,
    input  logic        ready
);
    wire [6:0] opcode = instrCode[6:0];
    wire [3:0] operators = {
        instrCode[30], instrCode[14:12]
    };   
    logic [10:0] signals;
    assign {PCEn, regFileWe, aluSrcMuxSel, dataWe, RFWDSrcMuxSel, branch, jal, jalr,transfer} = signals;
    typedef enum {
        FETCH,
        DECODE,
        R_EXE,
        I_EXE,
        B_EXE,
        LU_EXE,
        AU_EXE,
        J_EXE,
        JL_EXE,
        S_EXE,
        S_MEM,
        L_EXE,
        L_MEM,
        L_WB
    } state_e;
    state_e state, state_next;
    always_ff @(posedge clk, posedge reset) begin
        if (reset) state <= FETCH;
        else state <= state_next;
    end
    always_comb begin
        state_next = state;
        case (state)
            FETCH:  state_next = DECODE;
            DECODE: begin
                case (opcode)
                    7'b0110011:  state_next = R_EXE;
                    7'b0100011:  state_next = S_EXE;
                    7'b0000011:  state_next = L_EXE;
                    7'b0010011:  state_next = I_EXE;
                    7'b1100011:  state_next = B_EXE;
                    7'b0110111: state_next = LU_EXE;
                    7'b0010111: state_next = AU_EXE;
                    7'b1101111:  state_next = J_EXE;
                    7'b1100111: state_next = JL_EXE;
                endcase
            end
            R_EXE:  state_next = FETCH;
            S_EXE:  state_next = S_MEM;
            S_MEM:  if (ready) state_next = FETCH;
            L_EXE:  state_next = L_MEM;
            L_MEM:  if (ready) state_next = L_WB;
            L_WB:   state_next = FETCH;
            I_EXE:  state_next = FETCH;
            B_EXE:  state_next = FETCH;
            LU_EXE: state_next = FETCH;
            AU_EXE: state_next = FETCH;
            J_EXE:  state_next = FETCH;
            JL_EXE: state_next = FETCH;
        endcase
    end
    always_comb begin
        signals = 11'b0_0_0_0_000_0_0_0_0;
        aluControl = operators;
        case (state)
            FETCH:  signals = 11'b1_0_0_0_000_0_0_0_0;
            DECODE: signals = 11'b0_0_0_0_000_0_0_0_0;
            R_EXE:  signals = 11'b0_1_0_0_000_0_0_0_0;
            S_EXE: begin
                signals    = 11'b0_0_1_0_000_0_0_0_0;
                aluControl = 4'b0000;
            end
            S_MEM:  signals = 11'b0_0_1_1_000_0_0_0_1;
            L_EXE: begin
                signals = 11'b0_0_1_0_001_0_0_0_0;
                aluControl = 4'b0000;
            end
            L_MEM:  signals = 11'b0_0_1_0_001_0_0_0_1;
            L_WB:   signals = 11'b0_1_1_0_001_0_0_0_0;
            I_EXE: begin
                signals = 11'b0_1_1_0_000_0_0_0_0;
                if (operators == 4'b1101)
                    aluControl = operators;   
                else aluControl = {1'b0, operators[2:0]};   
            end
            B_EXE:  signals = 11'b0_0_0_0_000_1_0_0_0;
            LU_EXE: signals = 11'b0_1_0_0_010_0_0_0_0;
            AU_EXE: signals = 11'b0_1_0_0_011_0_0_0_0;
            J_EXE:  signals = 11'b0_1_0_0_100_0_1_0_0;
            JL_EXE: begin
                signals    = 11'b0_1_0_0_100_0_1_1_0;
                aluControl = 4'b0000;
            end
        endcase
    end
endmodule
`timescale 1ns / 1ps
module DataPath (
    input  logic        clk,
    input  logic        reset,
    input  logic        regFileWe,
    input  logic [ 3:0] aluControl,
    input  logic        aluSrcMuxSel,
    input  logic [ 2:0] RFWDSrcMuxSel,
    input  logic        branch,
    input  logic        jal,
    input  logic        jalr,
    input  logic        PCEn,
    output logic [31:0] instrMemAddr,
    input  logic [31:0] instrCode,
    output logic [31:0] dataAddr,
    output logic [31:0] dataWData,
    input  logic [31:0] dataRData
);
    logic [31:0] aluResult, RFData1, RFData2;
    logic [31:0] PCSrcData, PCOutData, PC_Imm_Adder_SrcMuxOut;
    logic [31:0] immExt, aluSrcMuxOut, RFWDSrcMuxOut;
    logic btaken, PCSrcMuxSel;
    logic [31:0] PC_Imm_AdderResult, PC_4_AdderResult, PCSrcMuxOut;
    logic [31:0] DecReg_RFData1, DecReg_RFData2, DecReg_immExt;
    logic [31:0] ExeReg_aluResult, ExeReg_RFData2, ExeReg_PCSrcMuxOut, MemAccReg_dataRData;
    assign instrMemAddr = PCOutData;
    assign dataAddr     = ExeReg_aluResult;
    assign dataWData    = ExeReg_RFData2;
    assign PCSrcMuxSel  = jal | (btaken & branch);
    RegisterFile U_RegFile (
        .clk(clk),
        .we(regFileWe),
        .RAddr1(instrCode[19:15]),
        .RAddr2(instrCode[24:20]),
        .WAddr(instrCode[11:7]),
        .WData(RFWDSrcMuxOut),
        .RData1(RFData1),
        .RData2(RFData2)
    );
    register U_DecReg_RFRD1 (
        .clk  (clk),
        .reset(reset),
        .d    (RFData1),
        .q    (DecReg_RFData1)
    );
    register U_DecReg_RFRD2 (
        .clk  (clk),
        .reset(reset),
        .d    (RFData2),
        .q    (DecReg_RFData2)
    );
    register U_ExeReg_RFRD2 (
        .clk  (clk),
        .reset(reset),
        .d    (DecReg_RFData2),
        .q    (ExeReg_RFData2)
    );
    mux_2x1 U_ALUSrcMux (
        .sel(aluSrcMuxSel),
        .x0 (DecReg_RFData2),
        .x1 (DecReg_immExt),
        .y  (aluSrcMuxOut)
    );
    register U_MemAccReg_dataRData (
        .clk  (clk),
        .reset(reset),
        .d    (dataRData),
        .q    (MemAccReg_dataRData)
    );
    mux_5x1 U_RFWDSrcMux (
        .sel(RFWDSrcMuxSel),
        .x0 (aluResult),
        .x1 (MemAccReg_dataRData),
        .x2 (DecReg_immExt),
        .x3 (PC_Imm_AdderResult),
        .x4 (PC_4_AdderResult),
        .y  (RFWDSrcMuxOut)
    );
    alu U_ALU (
        .aluControl(aluControl),
        .a(DecReg_RFData1),
        .b(aluSrcMuxOut),
        .btaken(btaken),
        .result(aluResult)
    );
    register U_ExeReg_ALU (
        .clk  (clk),
        .reset(reset),
        .d    (aluResult),
        .q    (ExeReg_aluResult)
    );
    extend U_ImmExtend (
        .instrCode(instrCode),
        .immExt(immExt)
    );
    register U_DecReg_ImmExtend (
        .clk  (clk),
        .reset(reset),
        .d    (immExt),
        .q    (DecReg_immExt)
    );
    mux_2x1 U_PC_Imm_Adder_SrcMux (
        .sel(jalr),
        .x0 (PCOutData),
        .x1 (RFData1),
        .y  (PC_Imm_Adder_SrcMuxOut)
    );
    adder U_PC_Imm_Adder (
        .a(DecReg_immExt),
        .b(PC_Imm_Adder_SrcMuxOut),
        .y(PC_Imm_AdderResult)
    );
    adder U_PC_4_Adder (
        .a(32'd4),
        .b(PCOutData),
        .y(PC_4_AdderResult)
    );
    mux_2x1 U_PCSrcMux (
        .sel(PCSrcMuxSel),
        .x0 (PC_4_AdderResult),
        .x1 (PC_Imm_AdderResult),
        .y  (PCSrcMuxOut)
    );
    register U_ExeReg_PCSrcMux (
        .clk  (clk),
        .reset(reset),
        .d    (PCSrcMuxOut),
        .q    (ExeReg_PCSrcMuxOut)
    );
    registerEn U_PC (
        .clk  (clk),
        .reset(reset),
        .en   (PCEn),
        .d    (ExeReg_PCSrcMuxOut),
        .q    (PCOutData)
    );
endmodule
module alu (
    input  logic [ 3:0] aluControl,
    input  logic [31:0] a,
    input  logic [31:0] b,
    output logic        btaken,
    output logic [31:0] result
);
    always_comb begin
        case (aluControl)
            4'b0000:    result = a + b;
            4'b1000:    result = a - b;
            4'b0001:    result = a << b;
            4'b0101:    result = a >> b;
            4'b1101:    result = $signed(a) >>> b[4:0];
            4'b0010:    result = ($signed(a) < $signed(b)) ? 1 : 0;
            4'b0011:   result = (a < b) ? 1 : 0;
            4'b0100:    result = a ^ b;
            4'b0110:     result = a | b;
            4'b0111:    result = a & b;
            default: result = 32'bx;
        endcase
    end
    always_comb begin : branch_processor
        btaken = 1'b0;
        case (aluControl[2:0])
            3'b000:    btaken = (a == b);
            3'b001:    btaken = (a != b);
            3'b100:    btaken = ($signed(a) < $signed(b));
            3'b101:    btaken = ($signed(a) >= $signed(b));
            3'b110:   btaken = (a < b);
            3'b111:   btaken = (a >= b);
            default: btaken = 1'b0;
        endcase
    end
endmodule
module register (
    input  logic        clk,
    input  logic        reset,
    input  logic [31:0] d,
    output logic [31:0] q
);
    always_ff @(posedge clk, posedge reset) begin
        if (reset) q <= 0;
        else q <= d;
    end
endmodule
module registerEn (
    input  logic        clk,
    input  logic        reset,
    input  logic        en,
    input  logic [31:0] d,
    output logic [31:0] q
);
    always_ff @(posedge clk, posedge reset) begin
        if (reset) q <= 0;
        else begin
            if (en) q <= d;
        end
    end
endmodule
module adder (
    input  logic [31:0] a,
    input  logic [31:0] b,
    output logic [31:0] y
);
    assign y = a + b;
endmodule
module RegisterFile (
    input  logic        clk,
    input  logic        we,
    input  logic [ 4:0] RAddr1,
    input  logic [ 4:0] RAddr2,
    input  logic [ 4:0] WAddr,
    input  logic [31:0] WData,
    output logic [31:0] RData1,
    output logic [31:0] RData2
);
    logic [31:0] RegFile[0:2**5-1];
    always_ff @(posedge clk) begin
        if (we) RegFile[WAddr] <= WData;
    end
    assign RData1 = (RAddr1 != 0) ? RegFile[RAddr1] : 32'b0;
    assign RData2 = (RAddr2 != 0) ? RegFile[RAddr2] : 32'b0;
endmodule
module mux_2x1 (
    input  logic        sel,
    input  logic [31:0] x0,
    input  logic [31:0] x1,
    output logic [31:0] y
);
    always_comb begin
        case (sel)
            1'b0:    y = x0;
            1'b1:    y = x1;
            default: y = 32'bx;
        endcase
    end
endmodule
module mux_5x1 (
    input  logic [ 2:0] sel,
    input  logic [31:0] x0,
    input  logic [31:0] x1,
    input  logic [31:0] x2,
    input  logic [31:0] x3,
    input  logic [31:0] x4,
    output logic [31:0] y
);
    always_comb begin
        y = 32'bx;
        case (sel)
            3'd0: y = x0;
            3'd1: y = x1;
            3'd2: y = x2;
            3'd3: y = x3;
            3'd4: y = x4;
        endcase
    end
endmodule
module extend (
    input  logic [31:0] instrCode,
    output logic [31:0] immExt
);
    wire [6:0] opcode = instrCode[6:0];
    wire [2:0] func3 = instrCode[14:12];
    always_comb begin
        immExt = 32'bx;
        case (opcode)
            7'b0110011: immExt = 32'bx;
            7'b0000011: immExt = {{20{instrCode[31]}}, instrCode[31:20]};
            7'b0100011:
            immExt = {{20{instrCode[31]}}, instrCode[31:25], instrCode[11:7]};
            7'b0010011: begin
                case (func3)
                    3'b001:  immExt = {27'b0, instrCode[24:20]};
                    3'b101:  immExt = {27'b0, instrCode[24:20]};
                    3'b011:  immExt = {20'b0, instrCode[31:20]};
                    default: immExt = {{20{instrCode[31]}}, instrCode[31:20]};
                endcase
            end
            7'b1100011:
            immExt = {
                {20{instrCode[31]}},
                instrCode[7],
                instrCode[30:25],
                instrCode[11:8],
                1'b0
            };
            7'b0110111: immExt = {instrCode[31:12], 12'b0};
            7'b0010111: immExt = {instrCode[31:12], 12'b0};
            7'b1101111:
            immExt = {
                {12{instrCode[31]}},
                instrCode[19:12],
                instrCode[20],
                instrCode[30:21],
                1'b0
            };
            7'b1100111: immExt = {{20{instrCode[31]}}, instrCode[31:20]};
            default: immExt = 32'bx;
        endcase
    end
endmodule
`timescale 1ns / 1ps
module RV32I_Core (
    input  logic        clk,
    input  logic        reset,
    input  logic [31:0] instrCode,
    output logic [31:0] instrMemAddr,
    output logic        dataWe,
    output logic [31:0] dataAddr,
    output logic [31:0] dataWData,
    input  logic [31:0] dataRData,
    output logic        transfer,
    input  logic        ready
);
    logic        regFileWe;
    logic [ 3:0] aluControl;
    logic        aluSrcMuxSel;
    logic [ 2:0] RFWDSrcMuxSel;
    logic        branch;
    logic        jal;
    logic        jalr;
    logic        PCEn;
    ControlUnit U_ControlUnit (.*);
    DataPath U_DataPath (.*);
endmodule
```

## design/flow/run.sh

```bash
#!/bin/bash
# OpenROAD 26Q1-2900-gdf79404cd8, Yosys 0.63+post, stock flow scripts
make -C /OpenROAD-flow-scripts/flow DESIGN_CONFIG=/design/flow/config.mk WORK_HOME=/design/flow/orfs finish
```

==> qor.txt <==
Unrepaired setup endpoints after global routing: false
Core footprint: 230,000 sq um
Design Area, Final: 80,200 sq um
Mux frac, synth: 0.236
CTS H-Tree Depth: 4
Die width: 483 microns
CTS Buf Count: 135
Post-synth area hogs: edfxtp_1 (44%), mux4_2 (21%), dfrtp_1 (9.7%)
MaxCap Viol Count: 0
Total clock sinks: 1,294
Crit path from: instrCode[15]
Final setup fails: 0
Post-route ant nets: 0
Fmax achieved: 89.2 MHz
Post-synthesis sequential area ratio: 0.541
Gp weighted congestion: 1.02
Unique cell types: 96
DPL Wire Length: 195,000 microns
Power Total: 0.00754 W
Latency at later pin: 790 ps
R2R cell count: 19
Xor/xnor share: 0.00872
Iter 0 DRT Violations: 4,150
Worst slew margin: 0.303
Crit path to: U_DataPath.U_RegFile.RegFile[11][30]
Met1 Wirelength: 92,200 microns
Met2 routed WL: 130,000 microns
Worst clock skew: 73.9 ps
Max clock buf depth: 3
Setup WS pre-CTS: 7630 ps
Gr usage total: 0.254
Status: completed
Comb area leader: multiplexers
Number of enable flip-flop cells: 1,024
Vias in the first global route: 50,900
Top FF cell, synth: edfxtp_1
Yosys adder share: 0.0217
Worst-Margin Slew: 1040 ps
RR Startpoint: U_ControlUnit.state[11]
Io pins: 165
YS warnings: 8
Mean Syn Cell Area: 14.4 sq um
Leak Pwr: 27.6 nW
Die area: 233,000 sq um
Routed met3 length: 42,400 microns
Power Density: 94.0 nW/um^2
Share of layout cells above drive strength 1: 0.245
First drt pass iteration count: 6
CP endpoint kind: register
FP Util: 0.302
Yosys chip area: 69,300 sq um
Die Ht: 483 microns
Aoi share: 0.0991
CP required: 20,170 ps
Vias per inst: 5.87
DR top layer: met5
Final Hold Viols: 0
Post-CTS setup repair buffer count: 0
Critical path class: input port to register
TritonCTS clock tree: done
Yosys top cell area share: 0.443
Syn Std Cell Area: 69,300 sq um
Post-synthesis sequential element count: 1,294
Slew Viols, Final: 0
Hold slack: 412 ps
Ys cells: 4,818
Cells after Synth: 4,818
Initial antenna violation count: 30
Final setup TNS: 0 ps
R2r endpoint: U_DataPath.U_ExeReg_PCSrcMux.q[1]
Async set-reset flop share out of synthesis: 0.209
Maximum VDD drop: 0.0000932 V
Layout area overhead: 15.7%
Wire length per cell: 34.2 microns
Simple Share, Synth: 0.0671
Largest net degree at the start of global routing: 76
Crit path launch type: input port
Routed Wire Length: 279,000 microns
CTS Hold Buffers Added: 0
Hold crit path type: register to register
Final worst path period share: 0.572
Root Buffer: clkbuf_16
Clk pin slew, worst setup/hold paths: 60 ps
# resized after CTS: 0
Routed vias: 47,900
First-pass GRT wire length: 391,000 microns
Tool warnings: 78
Setup slack, reg-to-reg: 11,480 ps
Final WS setup: 8380 ps
Placed cell area: 75,600 sq um
# rows: 176
Most common cell in the netlist: edfxtp_1
Post-route minimum period: 11,220 ps
Commonest cells post-synth: edfxtp_1 (1,024), mux4_2 (638), nor2_1 (335), nand2_1 (297), dfrtp_1 (269)
Total congestion overflow: 0
Top fanout value on the critical path: 52
Post-route DRC violation count: 0
Worst EP arrival: 11,780 ps
Leading area contributor after synthesis: edfxtp_1
PortBufs: 164
[cell type report]
type | count | area (sq um)
clock buffers | 176 | 3630
inverters | 123 | 469
fillers | 21700 | 150000
diodes | 11 | 27.5
clock inverters | 70 | 945
repair buffers | 401 | 3450
multi-input cells | 3056 | 30400
well taps | 3026 | 3790
flip-flops and latches | 1294 | 37500
[worst min path at each step]
stage	cells past startpoint	from	slack, ps	endpoint
4_1_cts	0	U_DataPath.U_DecReg_RFRD2.q[22]	410	U_DataPath.U_ExeReg_RFRD2.q[22]
5_1_grt	0	U_DataPath.U_DecReg_RFRD2.q[22]	410	U_DataPath.U_ExeReg_RFRD2.q[22]
6_report	0	U_DataPath.U_DecReg_RFRD2.q[22]	410	U_DataPath.U_ExeReg_RFRD2.q[22]
[worst max-delay path: stages]
cell       delay (ps)
buf_8             440
buf_4             620
buf_4             690
mux4_2            600
mux4_2            490
mux2i_1           660
nor2_1            150
mux2_2            310
ha_1              350
a21o_1            180
a211oi_1          400
o21ai_0           150
o221ai_1          700
o21ai_0           280
o41ai_1           550
o21bai_1          110
a21oi_1           210
xnor2_1           180
nand2_1           100
a2bb2oi_2         200
buf_4             330
[through the flow]
stage / instances / util
after floorplan: 4818 / -
final: 8157 / 0.349
after global routing: 8146 / 0.349
after global placement: 7900 / 0.329
after CTS: 8146 / 0.349
after detailed placement: 7900 / 0.329
[layout by cell type (no fill, tap or decap), types with 43 or more instances in the layout]
master           count
edfxtp_1          1024
ha_1               117
mux4_2             638
nand3_1            118
a21o_1              60
nor2_1             299
clkdlybuf4s50_1    154
clkbuf_16          136
nand2_1            297
nor3_1              72
a211oi_1            43
mux2_2              65
o211ai_1            58
a21oi_1            223
dfrtp_1            268
inv_1              119
o21ai_0            203
buf_4              240
mux2i_1            125
[power by group]
| part | switching (W) | internal (W) | leakage (nW) |
|---|---|---|---|
| Clock | 0.00114 | 0.00150 | 2.19 |
| Sequential | 0.0000773 | 0.00322 | 12.6 |
| Combinational | 0.00109 | 0.000518 | 12.8 |
[routing by layer]
| metal | track usage | vias to the layer above |
|---|---|---|
| met1 | 0.292 | 24100 |
| met5 | 0.00980 | - |
| met4 | 0.0950 | 16 |
| met3 | 0.160 | 588 |
| li1 | - | 19900 |
| met2 | 0.386 | 3258 |
[sequential cells by signal (all words and copies together) (netlist names)]
register and flops:
U_DataPath.U_ExeReg_RFRD2.q 32, U_DataPath.U_MemAccReg_dataRData.q 32, U_DataPath.U_ExeReg_PCSrcMux.q 32, U_DataPath.U_RegFile.RegFile 1024, U_DataPath.U_DecReg_RFRD2.q 32, U_DataPath.U_DecReg_RFRD1.q 32, U_ControlUnit.state 14, U_DataPath.U_DecReg_ImmExtend.q 32
U_DataPath.U_PC.q 32, U_DataPath.U_ExeReg_ALU.q 32
[logic make-up after synthesis]
logic type                 count (synthesis)
AOI/OAI and AO/OA                       1017
muxes                                    830
adders and majority gates                119
buffers and inverters                    468
DFF                                     1294
xor gates and xnor gates                  69
and+or+nand+nor                         1021
No activity file was given, so power comes from the tool's default toggle rates.
