<file path="flow/design.v">
module Humidity_Periph (
    input  logic        PCLK,
    input  logic        PRESET,
    input  logic [ 3:0] PADDR,
    input  logic [31:0] PWDATA,
    input  logic        PWRITE,
    input  logic        PENABLE,
    input  logic        PSEL,
    output logic [31:0] PRDATA,
    output logic        PREADY,
    inout logic dht_io
);
    logic [15:0] ddr;
    logic dmr;
    APB_SlaveIntf_Humidity U_APB_IntfO_Humidity (.*);
    Humidity_IP U_Humidity (.*);
endmodule
module APB_SlaveIntf_Humidity (
    input  logic        PCLK,
    input  logic        PRESET,
    input  logic [ 3:0] PADDR,
    input  logic [31:0] PWDATA,
    input  logic        PWRITE,
    input  logic        PENABLE,
    input  logic        PSEL,
    output logic [31:0] PRDATA,
    output logic        PREADY,
    input  logic [15:0] ddr,
    output logic dmr
);
    logic [31:0] slv_reg0, slv_reg1;   
    assign slv_reg0[15:0] = ddr;
    assign dmr = slv_reg1[0];
    always_ff @(posedge PCLK, posedge PRESET) begin
        if (PRESET) begin
            slv_reg1 <= 0;
        end else begin
            if (PSEL && PENABLE) begin
                PREADY <= 1'b1;
                if (PWRITE) begin
                    case (PADDR[3:2])
                        2'd1: slv_reg1 <= PWDATA;
                    endcase
                end else begin
                    PRDATA <= 32'bx;
                    case (PADDR[3:2])
                        2'd0: PRDATA <= slv_reg0;
                    endcase
                end
            end else begin
                PREADY <= 1'b0;
            end
        end
    end
endmodule
module Humidity_IP (
    input  logic        PCLK,
    input  logic        PRESET,
    input  logic        dmr,
    output logic [15:0] ddr,
    inout dht_io
);
    parameter START_CNT = 18000, WAIT_CNT = 30, DATA_0 = 40, TIME_OUT = 20000;
    typedef enum {
        IDLE = 3'b000,
        START,
        WAIT,
        RESPONSE,
        READY,
        SET,
        READ
    } state_e;
    state_e state, next;
    logic tick;
    logic o_clk;
    logic [$clog2(TIME_OUT)-1:0] tick_count_reg, tick_count_next;
    logic dht_io_reg, dht_io_next;
    logic dht_io_oe_reg, dht_io_oe_next;
    logic [4:0] sec_reg, sec_next;
    logic [39:0] data_buffer, data_buffer_next;
    logic [5:0] bit_count, bit_count_next;
    logic dht_io_sync;
    logic [15:0] humidity_reg, humidity_next, temperature_reg, temperature_next;
    logic [15:0] humidity_data;
    logic [15:0] temperature_data;
    assign dht_io = (dht_io_oe_reg) ? dht_io_reg : 1'bz;
    assign ddr = dmr ? humidity_data : temperature_data;
    clock_divider #(
        .FCOUNT(50_000_000)
    ) U_0_5sec (
        .clk  (PCLK),
        .rst  (PRESET),
        .o_clk(o_clk)
    );
    clock_divider #(
        .FCOUNT(100)
    ) U_tick_gen (
        .clk  (PCLK),
        .rst  (PRESET),
        .o_clk(tick)
    );
    always @(posedge PCLK or posedge PRESET) begin
        if (PRESET) begin
            state <= IDLE;
            dht_io_reg <= 0;
            tick_count_reg <= 0;
            dht_io_oe_reg <= 1;
            data_buffer <= 0;
            bit_count <= 0;
            humidity_reg <= 0;
            temperature_reg <= 0;
            dht_io_sync <= 0;
            sec_reg <= 0;
        end else begin
            state <= next;
            dht_io_reg <= dht_io_next;
            tick_count_reg <= tick_count_next;
            dht_io_oe_reg <= dht_io_oe_next;
            data_buffer <= data_buffer_next;
            bit_count <= bit_count_next;
            sec_reg <= sec_next;
            dht_io_sync <= dht_io;
            humidity_reg <= humidity_next;
            humidity_data <= humidity_reg;
            temperature_reg <= temperature_next;
            temperature_data <= temperature_reg;
        end
    end
    always @(*) begin
        next = state;
        dht_io_next = dht_io_reg;
        tick_count_next = tick_count_reg;
        dht_io_oe_next = dht_io_oe_reg;
        data_buffer_next = data_buffer;
        bit_count_next = bit_count;
        sec_next = sec_reg;
        humidity_next = humidity_reg;
        temperature_next = temperature_reg;
        case (state)
            IDLE: begin
                dht_io_oe_next = 1;
                dht_io_next = 1;
                if (o_clk) sec_next = sec_next + 1;
                else if (sec_reg == 30) begin
                    next = START;
                    sec_next = 0;
                    tick_count_next = 0;
                    data_buffer_next = 0;
                end
            end
            START: begin
                dht_io_next = 0;
                if (tick) begin
                    if (tick_count_reg == START_CNT) begin
                        next = WAIT;
                        tick_count_next = 0;
                    end else begin
                        tick_count_next = tick_count_reg + 1;
                    end
                end
            end
            WAIT: begin
                dht_io_next = 1;
                if (tick) begin
                    if (tick_count_reg == WAIT_CNT) begin
                        next = RESPONSE;
                        tick_count_next = 0;
                        dht_io_oe_next = 0;
                    end else begin
                        tick_count_next = tick_count_reg + 1;
                    end
                end
            end
            RESPONSE: begin
                if (tick) begin
                    if (tick_count_reg >= 20) begin
                        if (dht_io) begin
                            next = READY;
                            tick_count_next = 0;
                        end
                    end else tick_count_next = tick_count_reg + 1;
                end
            end
            READY: begin
                if (tick) begin
                    if (tick_count_reg >= 30) begin
                        if (~dht_io) begin
                            next = SET;
                            bit_count_next = 0;
                            tick_count_next = 0;
                        end
                    end else tick_count_next = tick_count_reg + 1;
                end
            end
            SET: begin
                if (tick) begin
                    if (tick_count_reg >= 15) begin
                        if (bit_count == 40) begin
                            bit_count_next = 0;
                            if (data_buffer[7:0] == (data_buffer[39:32] + data_buffer[31:24] + data_buffer[23:16] + data_buffer[15:8])) begin
                                humidity_next = {
                                    data_buffer[39:32], data_buffer[31:24]
                                };
                                temperature_next = {
                                    data_buffer[23:16], data_buffer[15:8]
                                };
                            end else begin
                                humidity_next = 16'd404;
                                temperature_next = 16'd404;
                            end
                            next = IDLE;
                            tick_count_next = 0;
                        end else if (dht_io) begin
                            next = READ;
                            tick_count_next = 0;
                        end
                    end else tick_count_next = tick_count_reg + 1;
                end
            end
            READ: begin
                if (tick) begin
                    if (~dht_io) begin
                        data_buffer_next = {
                            data_buffer[38:0], (tick_count_reg > DATA_0)
                        };
                        bit_count_next = bit_count + 1;
                        tick_count_next = 0;
                        next = SET;
                    end else if (dht_io) begin
                        tick_count_next = tick_count_reg + 1;
                        if (tick_count_reg == TIME_OUT - 1) begin
                            next = IDLE;
                        end
                    end
                end
            end
        endcase
    end
endmodule
`timescale 1ns / 1ps
module FndController_Periph (
    input  logic        PCLK,
    input  logic        PRESET,
    input  logic [ 3:0] PADDR,
    input  logic [31:0] PWDATA,
    input  logic        PWRITE,
    input  logic        PENABLE,
    input  logic        PSEL,
    output logic [31:0] PRDATA,
    output logic        PREADY,
    output logic [ 3:0] fndCom,
    output logic [ 7:0] fndFont
);
    logic        fcr;
    logic [13:0] fdr;
    logic [ 3:0] fpr;
    APB_SlaveIntf_FndController U_APB_IntfO (.*);
    FndController U_FND (.*);
endmodule
module APB_SlaveIntf_FndController (
    input  logic        PCLK,
    input  logic        PRESET,
    input  logic [ 3:0] PADDR,
    input  logic [31:0] PWDATA,
    input  logic        PWRITE,
    input  logic        PENABLE,
    input  logic        PSEL,
    output logic [31:0] PRDATA,
    output logic        PREADY,
    output logic        fcr,
    output logic [13:0] fdr,
    output logic [ 3:0] fpr
);
    logic [31:0] slv_reg0, slv_reg1, slv_reg2;   
    assign fcr = slv_reg0[0];
    assign fdr = slv_reg1[13:0];
    assign fpr = slv_reg2[3:0];
    always_ff @(posedge PCLK, posedge PRESET) begin
        if (PRESET) begin
            slv_reg0 <= 0;
            slv_reg1 <= 0;
            slv_reg2 <= 0;
        end else begin
            if (PSEL && PENABLE) begin
                PREADY <= 1'b1;
                if (PWRITE) begin
                    case (PADDR[3:2])
                        2'd0: slv_reg0 <= PWDATA;
                        2'd1: slv_reg1 <= PWDATA;
                        2'd2: slv_reg2 <= PWDATA;
                    endcase
                end else begin
                    PRDATA <= 32'bx;
                    case (PADDR[3:2])
                        2'd0: PRDATA <= slv_reg0;
                        2'd1: PRDATA <= slv_reg1;
                        2'd2: PRDATA <= slv_reg2;
                    endcase
                end
            end else begin
                PREADY <= 1'b0;
            end
        end
    end
endmodule
module FndController (
    input logic PCLK,
    input logic PRESET,
    input logic fcr,
    input logic [13:0] fdr,
    input logic [3:0] fpr,
    output logic [3:0] fndCom,
    output logic [7:0] fndFont
);
    logic o_clk;
    logic [3:0] digit1000, digit100, digit10, digit1;
    logic [27:0] blink_data;
    parameter LEFT = 16_000, RIGHT = 16_001, BOTH = 16_002;
    clock_divider #(
        .FCOUNT(100_000)
    ) U_1khz (
        .clk  (PCLK),
        .rst  (PRESET),
        .o_clk(o_clk)
    );
    digit_spliter U_digit_Spliter (
        .bcd(fdr),
        .digit1000(digit1000),
        .digit100(digit100),
        .digit10(digit10),
        .digit1(digit1)
    );
    function [6:0] bcd2seg(input [3:0] bcd);
        begin
            case (bcd)
                4'h0: bcd2seg = 7'h40;
                4'h1: bcd2seg = 7'h79;
                4'h2: bcd2seg = 7'h24;
                4'h3: bcd2seg = 7'h30;
                4'h4: bcd2seg = 7'h19;
                4'h5: bcd2seg = 7'h12;
                4'h6: bcd2seg = 7'h02;
                4'h7: bcd2seg = 7'h78;
                4'h8: bcd2seg = 7'h00;
                4'h9: bcd2seg = 7'h10;
                default: bcd2seg = 7'h7F;
            endcase
        end
    endfunction
    function [27:0] blink(input [13:0] bcd);
        begin
            case (bcd)
                LEFT: blink = {7'b0000110, 7'h3F, 7'h7F, 7'h7F};
                RIGHT: blink = {7'h7F, 7'h7F, 7'h3F, 7'b0110000};
                BOTH: blink = {7'b0000110, 7'h3F, 7'h3F, 7'b0110000};
                default: blink = {7'h7F, 7'h7F, 7'h7F, 7'h7F};
            endcase
        end
    endfunction
    always_ff @(posedge o_clk or posedge PRESET) begin
        if (PRESET) begin
            fndCom  = 4'b1110;
            fndFont = 8'hC0;
        end
        else begin
            if ( (fdr < 10000 ) && fcr) begin
                case (fndCom)
                    4'b0111: begin
                        fndCom  <= 4'b1110;
                        fndFont <= {~fpr[0], bcd2seg(digit1)};
                    end
                    4'b1110: begin
                        fndCom  <= 4'b1101;
                        fndFont <= {~fpr[1], bcd2seg(digit10)};
                    end
                    4'b1101: begin
                        fndCom  <= 4'b1011;
                        fndFont <= {~fpr[2], bcd2seg(digit100)};
                    end
                    4'b1011: begin
                        fndCom  <= 4'b0111;
                        fndFont <= {~fpr[3], bcd2seg(digit1000)};
                    end
                    default: begin
                        fndCom  <= 4'b1110;
                        fndFont <= 8'hC0;
                    end
                endcase
            end
            else if ( (fdr >= 10000) && fcr ) begin
                blink_data = blink(fdr);
                case (fndCom)
                    4'b0111: begin
                        fndCom  <= 4'b1110;
                        fndFont <= {1'b1, blink_data[6:0]};
                    end
                    4'b1110: begin
                        fndCom  <= 4'b1101;
                        fndFont <= {1'b1, blink_data[13:7]};
                    end
                    4'b1101: begin
                        fndCom  <= 4'b1011;
                        fndFont <= {1'b1, blink_data[20:14]};
                    end
                    4'b1011: begin
                        fndCom  <= 4'b0111;
                        fndFont <= {1'b1, blink_data[27:21]};
                    end
                    default: begin
                        fndCom  <= 4'b1110;
                        fndFont <= 8'hC0;
                    end
                endcase
            end
            else if (!fcr) begin
                fndCom <= 4'b1111;
                fndFont <= 8'hFF;
            end
        end
    end
endmodule
module clock_divider #(
    parameter FCOUNT = 100_000
)(
    input logic clk,
    input logic rst,
    output logic o_clk
);
    logic [$clog2(FCOUNT)-1:0] count;
    always_ff @(posedge clk or posedge rst) begin
        if (rst) begin
            count <= 0;
            o_clk <= 0;
        end
        else begin
            if (count == FCOUNT - 1) begin
                o_clk <= 1;
                count <= 0;
            end
            else begin
                count <= count + 1;
                o_clk <= 0;
            end
        end
    end
endmodule
module digit_spliter #(
    parameter WIDTH = 14
) (
    input [WIDTH-1:0] bcd,
    output [3:0] digit1000,
    output [3:0] digit100,
    output [3:0] digit10,
    output [3:0] digit1
);
    assign digit1 = (bcd % 10);
    assign digit10 = (bcd % 100) / 10;
    assign digit100 = (bcd % 1000) / 100;
    assign digit1000 = bcd / 1000;
endmodule
</file>
<file path="flow/run.sh">
#!/bin/bash
# OpenROAD 26Q1-2900-gdf79404cd8, Yosys 0.63+post, stock flow scripts
make -C /OpenROAD-flow-scripts/flow DESIGN_CONFIG=/design/flow/config.mk WORK_HOME=/design/flow/orfs finish
</file>
<file path="flow/config.mk">
export PLATFORM = sky130hd
export DESIGN_NAME = Humidity_Periph
export DESIGN_NICKNAME = Humidity_Periph
export VERILOG_FILES = /design/flow/design.v
export SDC_FILE = /design/flow/constraint.sdc
export NUM_CORES = 4
export LEC_CHECK = 1
export CORE_UTILIZATION = 30
</file>
<file path="flow/constraint.sdc">
current_design Humidity_Periph

set clk_period 5.4
set clk_io_pct 0.2

create_clock -name clk0 -period $clk_period [get_ports {PCLK}]

set non_clock_inputs [all_inputs -no_clocks]
set_input_delay [expr $clk_period * $clk_io_pct] -clock clk0 $non_clock_inputs
set_output_delay [expr $clk_period * $clk_io_pct] -clock clk0 [all_outputs]
</file>
==> summary.txt <==
Results of the run.

The run stopped with a tool error. The last stage reached is clock tree synthesis (4_1_cts). The first error in the log reads "[error] [KeplerFormal.cpp:679] Workflow failed: Iso has multiple drivers: .dht_io0, dht_io$_DFFE_PP0P_.Q0".

The vertical die dimension reported for this design is 175 um. The number of warnings reported in the yosys synthesis log is 21. Gates resized during post-CTS repair numbered 0.

Yosys reports a chip area of 8940 um2. The unique cell type count in the Yosys netlist is approximately 70. The clock tree synthesis step divided the H-tree into 4 levels.

Clock tree synthesis inserted a total of 17 buffers. Input and output buffers added on the ports amount to 24. In this run, synthesis inferred 49 flip-flops with an integrated enable. The prevailing logic family in the synthesized netlist is simple AND/OR/NAND/NOR gates. The synthesized-area fraction occupied by ao, oa, aoi and oai cells is 12.4%. The flop and latch count out of synthesis is ~190. The share of cell area taken by muxes after synthesis is 2.25%. The routability congestion estimate from global placement is 0.802. The maximum buffer depth of the clock tree is 2.

The buffer count from post-CTS setup fixing is 0. In this run the horizontal extent of the chip is 175 um. The adder-cell area share of the yosys netlist is 5.23%. The share of flip-flops with an asynchronous set or reset is 74.3%.

Looking at the cell usage after synthesis, the top flip-flop cell is sky130_fd_sc_hd__dfrtp_1. Clock tree synthesis found a total of 191 sinks. The mapped cell area is ~8900 um2. The hold-fix buffer count after cts is 0. The total cells reported by yosys after synthesis is 798. Before placement the cells fill 30.8% of the core. The detailed placement HPWL is 10.2 mm. The floorplan row count is 62.

The synthesized netlist cell count is 798. Per Yosys stat, the portion of area used by sequential elements is between 50% and 60%. Each instance of the synthesized netlist takes up on average 11.2 um2. The clock root buffer is sky130_fd_sc_hd__clkbuf_16.

The synthesized netlist devotes around 4.9% of its cell area to XOR and XNOR gates. The simple-gate share of the synthesized area is 14.1%. The number of top-level design ports is about 75.

Including well taps, the total number of placed cells is 1180.
## synth_stat cells (3+ instances only)
| cell | count | area, um2 |
|---|---|---|
| sky130_fd_sc_hd__nor4_1 | 8 | 50.1 |
| sky130_fd_sc_hd__a21o_1 | 4 | 30.0 |
| sky130_fd_sc_hd__nand2b_1 | 3 | 18.8 |
| sky130_fd_sc_hd__clkbuf_1 | 19 | 71.3 |
| sky130_fd_sc_hd__mux2_2 | 17 | 191 |
| sky130_fd_sc_hd__buf_4 | 17 | 128 |
| sky130_fd_sc_hd__and4_1 | 7 | 61.3 |
| sky130_fd_sc_hd__buf_2 | 3 | 15.0 |
| sky130_fd_sc_hd__nand2_1 | 97 | 364 |
| sky130_fd_sc_hd__o211ai_1 | 8 | 60.1 |
| sky130_fd_sc_hd__o21ai_0 | 56 | 280 |
| sky130_fd_sc_hd__xor2_1 | 20 | 175 |
| sky130_fd_sc_hd__a21oi_1 | 21 | 105 |
| sky130_fd_sc_hd__edfxtp_1 | 49 | 1470 |
| sky130_fd_sc_hd__inv_1 | 36 | 135 |
| sky130_fd_sc_hd__o21ai_1 | 12 | 60.1 |
| sky130_fd_sc_hd__nor2b_1 | 3 | 18.8 |
| sky130_fd_sc_hd__fa_1 | 14 | 280 |
| sky130_fd_sc_hd__a22o_1 | 25 | 219 |
| sky130_fd_sc_hd__nor2_1 | 45 | 169 |
| sky130_fd_sc_hd__dfrtp_1 | 141 | 3530 |
| sky130_fd_sc_hd__and2_1 | 7 | 43.8 |
| sky130_fd_sc_hd__or3_1 | 3 | 18.8 |
| sky130_fd_sc_hd__o2111ai_1 | 3 | 26.3 |
| sky130_fd_sc_hd__xnor2_1 | 30 | 263 |
| sky130_fd_sc_hd__and3_1 | 8 | 50.1 |
| sky130_fd_sc_hd__or2_2 | 3 | 18.8 |
| sky130_fd_sc_hd__nor3_1 | 5 | 25.0 |
| sky130_fd_sc_hd__buf_6 | 5 | 56.3 |
| sky130_fd_sc_hd__nand3_1 | 35 | 175 |
| sky130_fd_sc_hd__nand4_1 | 14 | 87.6 |
| sky130_fd_sc_hd__o31ai_1 | 15 | 113 |
| sky130_fd_sc_hd__buf_1 | 4 | 15.0 |
| sky130_fd_sc_hd__o22ai_1 | 3 | 18.8 |
| sky130_fd_sc_hd__ha_1 | 15 | 188 |
| sky130_fd_sc_hd__o21ai_2 | 3 | 26.3 |
## per-stage QoR
step                      power, mW  cell area (um2)  setup slack [ns]  hold WS (ns)
after global placement         1.61             9510              1.62         0.430
after floorplan                1.59             9000              1.13         0.425
after detailed placement       1.61             9510              1.62         0.434
## cell families after synthesis
family	Yosys count
muxes	18
xor gates and xnor gates	50
and+or+nand+nor	253
DFF	191
other	1
AOI/OAI and AO/OA	170
adders and majority gates	29
buffers and inverters	86
Power is estimated from default activity; no workload was simulated.
